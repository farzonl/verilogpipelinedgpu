[flow/run.sh]
#!/bin/bash
# OpenROAD 26Q1-2900-gdf79404cd8, Yosys 0.63+post, stock flow scripts
make -C /OpenROAD-flow-scripts/flow DESIGN_CONFIG=/design/flow/config.mk WORK_HOME=/design/flow/orfs finish
[flow/config.mk]
export PLATFORM = sky130hd
export DESIGN_NAME = EdgeRasterizerColorInterpAverageZ
export DESIGN_NICKNAME = EdgeRasterizerColorInterpAverageZ
export VERILOG_FILES = /design/flow/design.v
export SDC_FILE = /design/flow/constraint.sdc
export NUM_CORES = 4
export LEC_CHECK = 1
export CORE_UTILIZATION = 30
[flow/constraint.sdc]
current_design EdgeRasterizerColorInterpAverageZ

set clk_period 21.2
set clk_io_pct 0.2

create_clock -name clk0 -period $clk_period [get_ports {clock}]

set non_clock_inputs [all_inputs -no_clocks]
set_input_delay [expr $clk_period * $clk_io_pct] -clock clk0 $non_clock_inputs
set_output_delay [expr $clk_period * $clk_io_pct] -clock clk0 [all_outputs]
[flow/design.v]
module EdgeRasterizerColorInterpAverageZ(clock,									 
										in_sig_start_new_triangle, 				 
										in_sig_get_boundary_coords, 			 
										in_sig_form_edges, 						 
										in_sig_pixel_loop_setup,				 
										in_sig_rasterize_pixels, 				 
										in_v0_screen_x, in_v0_screen_y,			 
										in_v1_screen_x, in_v1_screen_y,			 
										in_v2_screen_x, in_v2_screen_y,			 
										in_v0_depth, in_v1_depth, in_v2_depth,	 
										in_v0_color,							 
										in_v1_color,							 
										in_v2_color,							 
										out_sig_rasterize_write_pixel,			 
										out_sig_rasterize_done, 				 
										out_pixel_x, out_pixel_y,				 
										out_pixel_depth,						 
										out_pixel_color);						 
	input [0:0] clock;
	input [0:0] in_sig_start_new_triangle;
	input [0:0] in_sig_get_boundary_coords;
	input [0:0] in_sig_form_edges;
	input [0:0] in_sig_pixel_loop_setup;
	input [0:0] in_sig_rasterize_pixels;
	input [15:0] in_v0_screen_x, in_v0_screen_y;
	input [15:0] in_v1_screen_x, in_v1_screen_y;
	input [15:0] in_v2_screen_x, in_v2_screen_y;
	input [1:0] in_v0_depth, in_v1_depth, in_v2_depth;
	input [15:0] in_v0_color, in_v1_color, in_v2_color;
	output [0:0] out_sig_rasterize_write_pixel;
	output [0:0] out_sig_rasterize_done;
	output [15:0] out_pixel_x, out_pixel_y;
	output [1:0] out_pixel_depth;
	output [15:0] out_pixel_color;
	reg [15:0] start_v0_screen_x, start_v0_screen_y;
	initial start_v0_screen_x = 16'd0;
	initial start_v0_screen_y = 16'd0;
	reg [15:0] start_v1_screen_x, start_v1_screen_y;
	initial start_v1_screen_x = 16'd0;
	initial start_v1_screen_y = 16'd0;
	reg [15:0] start_v2_screen_x, start_v2_screen_y;
	initial start_v2_screen_x = 16'd0;
	initial start_v2_screen_y = 16'd0;
	reg [1:0] start_v0_depth, start_v1_depth, start_v2_depth;
	initial start_v0_depth = 2'd0;
	initial start_v1_depth = 2'd0;
	initial start_v2_depth = 2'd0;
	reg [15:0] start_v0_color, start_v1_color, start_v2_color;
	initial start_v0_color = 16'd0;
	initial start_v1_color = 16'd0;
	initial start_v2_color = 16'd0;
	always @(posedge clock) begin
		if (in_sig_start_new_triangle) begin
			start_v0_screen_x <= in_v0_screen_x;
			start_v0_screen_y <= in_v0_screen_y;
			start_v1_screen_x <= in_v1_screen_x;
			start_v1_screen_y <= in_v1_screen_y;
			start_v2_screen_x <= in_v2_screen_x;
			start_v2_screen_y <= in_v2_screen_y;
			start_v0_depth <= in_v0_depth;
			start_v1_depth <= in_v1_depth;
			start_v2_depth <= in_v2_depth;
			start_v0_color <= in_v0_color;
			start_v1_color <= in_v1_color;
			start_v2_color <= in_v2_color;
		end
	end
	reg [15:0] min_x, min_y;
	reg [15:0] max_x, max_y;
	reg [15:0] triangle_area;
	initial triangle_area = 16'b0;
	reg [15:0] z_average;
	initial z_average <= 16'b0;
	reg [15:0] v0_color_r_16, v0_color_g_16, v0_color_b_16;
	reg [15:0] v1_color_r_16, v1_color_g_16, v1_color_b_16;
	reg [15:0] v2_color_r_16, v2_color_g_16, v2_color_b_16;
	always @(posedge clock) begin
		if (in_sig_get_boundary_coords) begin
			if (start_v0_screen_x < start_v1_screen_x &&
				start_v0_screen_x < start_v2_screen_x) begin
				min_x <= start_v0_screen_x;
			end
			else if (start_v1_screen_x < start_v0_screen_x &&
					start_v1_screen_x < start_v2_screen_x) begin
				min_x <= start_v1_screen_x;	
			end
			else begin
				min_x <= start_v2_screen_x;
			end
			if (start_v0_screen_y < start_v1_screen_y &&
				start_v0_screen_y < start_v2_screen_y) begin
				min_y <= start_v0_screen_y;
			end
			else if (start_v1_screen_y < start_v0_screen_y &&
				start_v1_screen_y < start_v2_screen_y) begin
				min_y <= start_v1_screen_y;
			end
			else begin
				min_y <= start_v2_screen_y;
			end
			if (start_v0_screen_x > start_v1_screen_x &&
				start_v0_screen_x > start_v2_screen_x) begin
				max_x <= start_v0_screen_x;
			end
			else if (start_v1_screen_x > start_v0_screen_x &&
					start_v1_screen_x > start_v2_screen_x) begin
				max_x <= start_v1_screen_x;
			end
			else begin
				max_x <= start_v2_screen_x;
			end
			if (start_v0_screen_y > start_v1_screen_y &&
				start_v0_screen_y > start_v2_screen_y) begin
				max_y <= start_v0_screen_y;
			end
			else if (start_v1_screen_y > start_v0_screen_y &&
					start_v1_screen_y > start_v2_screen_y) begin
				max_y <= start_v1_screen_y;
			end
			else begin
				max_y <= start_v2_screen_y;
			end
			triangle_area <= 	(start_v0_screen_x * start_v1_screen_y) +
								(start_v1_screen_x * start_v2_screen_y) +
								(start_v2_screen_x * start_v0_screen_y) -
								(start_v0_screen_x * start_v2_screen_y) -
								(start_v1_screen_x * start_v0_screen_y) - 
								(start_v2_screen_x * start_v1_screen_y);
			z_average <= ((start_v0_depth << 7) + (start_v1_depth << 7) + (start_v2_depth << 7)) * (16'b0101011);
			v0_color_r_16 <= 16'b0 + (start_v0_color[11:8]);
			v0_color_g_16 <= 16'b0 + (start_v0_color[7:4]);
			v0_color_b_16 <= 16'b0 + (start_v0_color[3:0]);
			v1_color_r_16 <= 16'b0 + (start_v1_color[11:8]);
			v1_color_g_16 <= 16'b0 + (start_v1_color[7:4]);
			v1_color_b_16 <= 16'b0 + (start_v1_color[3:0]);
			v2_color_r_16 <= 16'b0 + (start_v2_color[11:8]);
			v2_color_g_16 <= 16'b0 + (start_v2_color[7:4]);
			v2_color_b_16 <= 16'b0 + (start_v2_color[3:0]);
		end
	end
	reg [15:0] edge0_a, edge0_b, edge0_c;
	reg [15:0] edge1_a, edge1_b, edge1_c;
	reg [15:0] edge2_a, edge2_b, edge2_c;
	reg [15:0] inverse_triangle_area;
	initial inverse_triangle_area = 16'b0;
	always @(posedge clock) begin
		if (in_sig_form_edges) begin
			edge0_a <= start_v1_screen_y - start_v2_screen_y;
			edge0_b <= start_v2_screen_x - start_v1_screen_x;
			edge0_c <= start_v2_screen_y * start_v1_screen_x -
						start_v2_screen_x * start_v1_screen_y;
			edge1_a <= start_v2_screen_y - start_v0_screen_y;
			edge1_b <= start_v0_screen_x - start_v2_screen_x;
			edge1_c <= start_v0_screen_y * start_v2_screen_x -
						start_v0_screen_x * start_v2_screen_y;
			edge2_a <= start_v0_screen_y - start_v1_screen_y;
			edge2_b <= start_v1_screen_x - start_v0_screen_x;
			edge2_c <= start_v1_screen_y * start_v0_screen_x - 
						start_v1_screen_x * start_v0_screen_y;
			inverse_triangle_area <= (1'b1 << 7) / (triangle_area);
		end
	end
	reg [15:0] x_pixel_iter;
	reg [15:0] y_pixel_iter;
	reg [15:0] out_pixel_x_reg, out_pixel_y_reg;
	reg [15:0] out_pixel_depth_reg;	 
	reg [15:0] out_pixel_color_r_reg;	 
	reg [15:0] out_pixel_color_g_reg;	 
	reg [15:0] out_pixel_color_b_reg;	 
	reg [0:0] out_sig_rasterize_write_pixel_reg;	 
	reg [0:0] out_sig_rasterize_done_reg;	 
	always @(posedge clock) begin
		if (in_sig_pixel_loop_setup) begin
			x_pixel_iter <= min_x;
			y_pixel_iter <= min_y;
		end
		if (in_sig_rasterize_pixels) begin
			if ( (edge0_a * x_pixel_iter + edge0_b * y_pixel_iter + edge0_c) <= 16'h7FFF && 		 
				 (edge1_a * x_pixel_iter + edge1_b * y_pixel_iter + edge1_c) <= 16'h7FFF && 		 
				 (edge2_a * x_pixel_iter + edge2_b * y_pixel_iter + edge2_c) <= 16'h7FFF ) begin 	 
				out_pixel_x_reg <= x_pixel_iter;
				out_pixel_y_reg <= y_pixel_iter;
				out_pixel_depth_reg <= (z_average >> 7);
				out_pixel_color_r_reg <= v0_color_r_16
										+
										(
										(v1_color_r_16 - v0_color_r_16) * 
										((edge1_a * x_pixel_iter + edge1_b * y_pixel_iter + edge1_c) * inverse_triangle_area)
										>> 7)
										+
										(
										(v2_color_r_16 - v0_color_r_16) * 
										((edge2_a * x_pixel_iter + edge2_b * y_pixel_iter + edge2_c) * inverse_triangle_area)
										>> 7);	
				out_pixel_color_g_reg <= v0_color_g_16
										+
										(
										(v1_color_g_16 - v0_color_g_16) * 
										((edge1_a * x_pixel_iter + edge1_b * y_pixel_iter + edge1_c) * inverse_triangle_area)
										>> 7)
										+
										(
										(v2_color_g_16 - v0_color_g_16) * 
										((edge2_a * x_pixel_iter + edge2_b * y_pixel_iter + edge2_c) * inverse_triangle_area)
										>> 7);	
				out_pixel_color_b_reg <= v0_color_b_16
										+
										(
										(v1_color_b_16 - v0_color_b_16) * 
										((edge1_a * x_pixel_iter + edge1_b * y_pixel_iter + edge1_c) * inverse_triangle_area)
										>> 7)
										+
										(
										(v2_color_b_16 - v0_color_b_16) * 
										((edge2_a * x_pixel_iter + edge2_b * y_pixel_iter + edge2_c) * inverse_triangle_area)
										>> 7);	
				out_sig_rasterize_write_pixel_reg <= 1'b1;
			end
			else begin
				out_sig_rasterize_write_pixel_reg <= 1'b0;
			end
			if (x_pixel_iter < max_x) begin
				x_pixel_iter <= x_pixel_iter + 16'd1;
			end
			else if (x_pixel_iter >= max_x && y_pixel_iter < max_y) begin
				x_pixel_iter <= min_x;
				y_pixel_iter <= y_pixel_iter + 16'd1;
			end
			if (x_pixel_iter >= max_x && y_pixel_iter >= max_y) begin
				out_sig_rasterize_done_reg <= 1'b1;
			end
			else begin	 
				out_sig_rasterize_done_reg <= 1'b0;
			end
		end
		else begin
			out_sig_rasterize_done_reg <= 1'b0;
			out_sig_rasterize_write_pixel_reg <= 1'b0;
		end
	end
	assign out_sig_rasterize_done = out_sig_rasterize_done_reg;
	assign out_sig_rasterize_write_pixel = out_sig_rasterize_write_pixel_reg;
	assign out_pixel_x = out_pixel_x_reg;
	assign out_pixel_y = out_pixel_y_reg;
	assign out_pixel_depth = (out_pixel_depth_reg >= 16'b101000000) ? 2'b11 :	 
							((out_pixel_depth_reg[6] == 1'b1) ? (out_pixel_depth_reg[8:7] + 1'b1) : (out_pixel_depth_reg[8:7]));
	assign out_pixel_color[15:12] = 4'hF;	 
	assign out_pixel_color[11:8] = (out_pixel_color_r_reg[4] == 1'b1) ? 4'h0 :
									(out_pixel_color_r_reg[3:0]);
	assign out_pixel_color[7:4] = (out_pixel_color_g_reg[4] == 1'b1) ? 4'h0 :
									(out_pixel_color_g_reg[3:0]);
	assign out_pixel_color[3:0] = (out_pixel_color_b_reg[4] == 1'b1) ? 4'h0 :
									(out_pixel_color_b_reg[3:0]);
endmodule
==> notes.md <==
fresh numbers from the pnr run: RSZ-0062 raised after global routing=yes, yosys stat cell total=10500, yosys synthesis chip area=94900 um2, routed vias=72300, slowest cell on the critical path=or4_4, placed inst area=roughly 110000 um2, Filler cells=32000, worst path bufs/invs=12, MaxCap Viol Count=0, Finished Cell Area=between 100000 and 150000 um2, row count=a little over 200, Core ar.=315000 um2, CTS tree=yes, Reg clk slew, reported paths=0.05 ns, layout cells sized above 1=a little under a tenth, CP dominant cell by count=o21a_1, slowest stage delay, CP=~0.45 ns, Post-synth regs=509, initial antenna violation count=10, Dominant combinational family=adder cells, Vias/cell=4.72, Post-Layout Cell Count=15300, DRT Pass-1 Iters=6, largest net degree at the start of global routing=64, Worst Skew=0.00815 ns, commonest cells in the netlist=inv_1 (2144), fa_1 (1379), nand2_1 (1321), ha_1 (1118), nor2_1 (664), cells after synthesis=10500, Worst Path Arrival=23.21 ns, worst skew pair latency=roughly 0.50 ns, failing checks=setup timing, xor/xnor share of the synthesized area=7.08%, Cells after DPL=15100, final hold vios=0, Initial Util=30.1%, kind of critical path=reg -> reg, Mapped Area=94900 um2, drt total wl=around 300000 um, CP Data Required Time=approximately 21 ns, GP Congestion=1.02, Setup crit start kind=flip-flop, number of enable flip-flop cells=about 480, GRT Util Overall=20.3%, Layout Area Growth over Synthesis=14.7%, Tightest Pin Transition=approximately 1 ns, Ports=208, # setup viols final=2, Synth async-reset ratio=0%, tool warnings=785, Slew Viols, Final=0, status=complete, but fails checks, vias in the first global route=73300, Die Y-Extent=564 um, CTS buffer count=57, Main area contributors=fa_1 (29%), edfxtp_1 (15%), ha_1 (15%), Die Area=around 320000 um2, Main synth FF type=edfxtp_1, initial drt markers=around 4000, die width=roughly 560 um, Max Fclk=around 44 MHz, Mean Syn Cell Area=9.03 um2, # H-tree levels=2, cycle use final=108%, Unique masters post-synth=88, clk buf depth=3, IO Port Bufs=191, mux cell area share after synthesis=under 10%, Congestion Overflow GR=0, first-pass GRT wire length=460000 um, DRC Markers=0, hpwl dp=between 200000 and 250000 um, area fraction in compound gates=6.70%, simple share=between 15 and 20%, maximum fanout along the worst path=8, Slew headroom=34.3%, register share after synthesis=15.8%, clock root buffer=clkbuf_16, Crit path max-delay family=AND-OR/OR-AND gates, Core Util, Final=34.6%, Hold/Removal Path Class=reg -> reg, Top-area cell share=29.1%, post-synthesis adder-cell area fraction=43.8%, CP Capture Type=flip-flop, Yosys warning count=1, fin worst setup slack=-1.77 ns, dominant cell type by area after synthesis=fa_1, antenna-violating nets left=0, fin crit period=22.97 ns, routed length per placed instance=19.9 um, Yosys top cell by instances=inv_1, clock sinks=509
## layout make-up
cell class | count | area [um2] | share of cell area [%]
flip-flops and latches | 509 | 15000 | 13.7
inverters | 2153 | 8090 | 7.44
multi-input cells | 7463 | 71200 | 65.4
well taps | 4160 | 5200 | 4.78
repair buffers | 915 | 7430 | 6.83
clock buffers | 66 | 1490 | 1.37
repair inverters | 1 | 8.76 | 0.00805
clock inverters | 40 | 402 | 0.369
diodes | 11 | 27.5 | 0.0253
## routing by layer
layer | GRT usage [%] | vias up | share of wire, %
met5 | 0.551 | - | 0.094
li1 | - | 33900 | -
met3 | 8.90 | 573 | 12
met2 | 29.5 | 2999 | 42
met1 | 27.3 | 34800 | 41
met4 | 7.60 | 14 | 5.0
## through the flow
stage | TNS [ns] | hold WS, ns | worst slack, ns
6_report | -1.92 | 0.415 | -1.77
5_1_grt | -4.68 | 0.420 | -3.23
4_1_cts | -2.07 | 0.418 | -1.86
3_5_place_dp | -3.83 | 0.405 | -2.81
3_3_place_gp | -3.86 | 0.402 | -2.82
2_1_floorplan | -1.43 | 0.400 | -1.43
## cells in the final DEF, fill, tap and decap left out, types with 13 or more instances in the layout
cell type	n
inv_1	2142
fa_1	1379
nand2_1	1315
ha_1	1098
buf_4	707
nor2_1	651
xnor2_1	575
and2_1	553
edfxtp_1	475
a21oi_1	237
o21ai_0	190
clkdlybuf4s50_1	188
xor2_1	166
nor2b_1	160
mux2i_1	116
a21o_1	111
nor3_1	93
nand2b_1	75
o21a_1	70
clkbuf_16	58
a21boi_0	51
nand3_1	51
nand4_1	36
or3_1	23
a211oi_1	23
dfxtp_1	23
o21bai_1	22
and3_1	21
nor4_1	20
o211ai_1	20
o21ai_2	19
mux2_2	19
o21ai_1	18
a31oi_1	18
ha_4	17
a221oi_1	16
buf_6	16
a21oi_2	13
or2_2	13
o22ai_1	13
## cell families after synthesis
family | after synthesis
compound gates | 978
xor+xnor | 751
fa+ha+maj | 2497
buf+inv | 2538
flops | 509
mux | 136
other cells | 1
simple gates | 3096
## path summary, 6_finish.rpt
kind	end	cells past startpoint	start	slack, ns
max	inverse_triangle_area[0]$_DFFE_PP_	132	triangle_area[14]$_DFFE_PP_	-1.77
max reg2reg	inverse_triangle_area[0]$_DFFE_PP_	132	triangle_area[14]$_DFFE_PP_	-1.77
min	v0_color_g_16[0]$_DFFE_PP_	0	start_v0_color[4]$_DFFE_PP_	0.41
min reg2reg	v0_color_g_16[0]$_DFFE_PP_	0	start_v0_color[4]$_DFFE_PP_	0.41
## what timing repair did
| action | CTS | global route |
|---|---|---|
| hold buffers | 0 | 0 |
| buffers inserted | 73 | 20 |
| gates cloned | 2 | 1 |
| setup endpoints to repair | 2 | 2 |
| pin swaps | 84 | 71 |
| resized | 65 | 53 |
