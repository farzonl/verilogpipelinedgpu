$ cat design/flow/config.mk
export PLATFORM = sky130hd
export DESIGN_NAME = FE
export DESIGN_NICKNAME = FE
export VERILOG_FILES = /design/flow/design.v
export SDC_FILE = /design/flow/constraint.sdc
export NUM_CORES = 4
export LEC_CHECK = 1
export CORE_UTILIZATION = 30
$ cat design/flow/constraint.sdc
current_design FE

set clk_period 2.4
set clk_io_pct 0.2

create_clock -name clk0 -period $clk_period [get_ports {CLOCK_50}]

set non_clock_inputs [all_inputs -no_clocks]
set_input_delay [expr $clk_period * $clk_io_pct] -clock clk0 $non_clock_inputs
set_output_delay [expr $clk_period * $clk_io_pct] -clock clk0 [all_outputs]
$ cat design/flow/run.sh
#!/bin/bash
# OpenROAD 26Q1-2900-gdf79404cd8, Yosys 0.63+post, stock flow scripts
make -C /OpenROAD-flow-scripts/flow DESIGN_CONFIG=/design/flow/config.mk WORK_HOME=/design/flow/orfs finish
$ cat design/flow/design.v
module FE(CLOCK_50,reset,Stall,id_instr,Loop,PC_in,PC_out);
input CLOCK_50,reset,Loop,Stall;
input[15:0] PC_in;
output reg [31:0] id_instr;
output reg [15:0] PC_out;
(* ram_init_file = "gpu_testbench.mif" *)
reg[31:0] mem[0:127];
reg[31:0] mdr;
reg[15:0] pc;
initial begin
	pc <= 0;
	PC_out <= 0;
end
always @(posedge CLOCK_50 or posedge reset) begin
	if(reset) begin
		pc <= 0;
		mdr <= 0;
		id_instr <= 0;
		PC_out <= 0;
	end
	else if(~Stall) begin
		if(Loop) pc <= PC_in;
		else pc <= pc + 16'd1;
		if(Loop) mdr <= mem[PC_in];
		else mdr <= mem[pc];
		id_instr <= mdr;
		if(Loop) PC_out <= PC_in;
		else PC_out <= pc;
	end
end
endmodule
==> results.json <==
{
  "yosysTopAreaCell": "dfrtp_1",
  "ir_drop_mv": 0.252,
  "die_area_mm2": 0.00709,
  "ant_nets": 0,
  "hold_violations": 0,
  "critical_path_arrival_ns": 1.85,
  "hold_depth": 2,
  "rr_worst_depth": 5,
  "ff_type": "dfrtp_1",
  "setup_tns_ns": 0,
  "synth-edff-count": 0,
  "chipWidth_um": 84.2,
  "insertion_delay_ns": 0.29,
  "synthDominantCellAreaShare_pct": 39.5,
  "yosys_area_mm2": 0.00203,
  "place_congestion": 0.806,
  "drive_above_1_share_pct": 8.49,
  "skew_ns": 0.00709,
  "grt_max_degree": 47,
  "tightest_slew_ns": 0.511,
  "cts_htree_levels": 2,
  "period_needed_ns": 1.71,
  "slew_headroom_pct": 66.0,
  "required_ns": 2.55,
  "grt_use_total_pct": 12.1,
  "p_leak_nw": 1.02,
  "status": "completed",
  "antenna_found_initial": 0,
  "slowest_stage": "dfrtp_1",
  "worstSetupStartpointType": "flop",
  "gr-total-overflow": 0,
  "cts-hold-fix-buffers": 0,
  "cts_tree": "yes",
  "fp_util_pct": 31.6,
  "slowest_delay_ns": 0.47,
  "hp-class": "reg -> reg",
  "worst-path-stages": 5,
  "core_region_area_mm2": 0.00642,
  "crit_buf_inv": 0,
  "dr.first_iter.drc_count": 63,
  "ys_async_sr_fraction_pct": 100,
  "crit_family": "simple AND/OR/NAND/NOR gates",
  "ys_ff": 32,
  "synth_cell_types": 41,
  "cts-root-buf": "clkbuf_8",
  "netlist_area_mm2": 0.00203,
  "insertedDiodeCount": 0,
  "dr.pass1.iters": 21,
  "post-route-period-util_pct": 71.2,
  "num_vias": 1573,
  "clock.fmax_ghz": 0.586,
  "die_h_um": 84.2,
  "power_mw": 1.43,
  "cts_buffer_depth": 2,
  "areaGrowthSynthToFinish_pct": 19.1,
  "clock-sinks": 32,
  "critPathCaptureType": "flop",
  "rows": 29,
  "postSynthSeqShare_pct": 39.5,
  "viasPerCell": 4.68,
  "powerDensity_mw_per_mm2": 592,
  "setup_viol": 0,
  "pin_count": 68,
  "worstPathCellList": "ha_1 -> nand3_2 -> nor4_2 -> mux2i_1 -> o211ai_1",
  "yosys_warnings": 1,
  "grt_pass1_wl_mm": 6.81,
  "log.warning_count": 25,
  "slew_viol_final": 0,
  "clkTransAtPathRegs_ns": 0.06,
  "postCtsSetupBuffers": 0,
  "dpl.hpwl_mm": 2.83,
  "grt_pass1_vias": 1431,
  "drv_cap": 0,
  "wire_per_inst_um": 12.2,
  "crit_path_max_fanout": 6,
  "rsz0062_at_grt": "false",
  "routed_wl_mm": 4.09,
  "drc": 0,
  "portBuffers": 35,
  "cts_buffers": 5,
  "cts_resized": 0,
  "avgSynthCellArea_um2": 8.97,
  "criticalPathCategory": "reg -> reg",
  "syn_inst": 226,
  "yosys_cells": 226,
  "synthTopCellsByArea": "dfrtp_1 40%, buf_4 12%, mux2i_1 8.4%"
}
-- placed cells by master, fill, tap and decap left out, types with 2 or more instances in the layout --
master and instances:
o21ai_0 24, a21oi_1 10, nor4b_1 2, dfrtp_1 32, clkbuf_8 6, nand2_1 24, o21ai_1 2, nor4_2 2
a22oi_1 6, nor2_1 9, buf_4 3, inv_1 8, clkdlybuf4s50_1 33, and3_2 2, clkbuf_1 2, a31oi_1 2
nand3_1 3, nand4_1 2, conb_1 32, nor3_1 9, a311oi_1 2, nor2b_1 4, mux2i_1 17, o211ai_1 2
o22a_1 2
-- through the flow --
step                hold WS [ns]  util, %  setup slack (ns)  std cells  instance area, um2
floorplan                  0.430        -             0.879        257                2140
global placement           0.476     36.2             0.699        328                2320
detailed placement         0.477     36.2             0.695        328                2320
CTS                        0.495     37.6             0.677        336                2410
global route               0.523     37.6             0.584        336                2410
finish                     0.490     37.6             0.692        336                2410
-- path summary, 6_finish.rpt --
check,from,to,slack [ns]
max in group asynchronous,reset,pc[13],1.51
worst min register to register,PC_out[12],PC_out[12],0.49
worst max-delay path,pc[0],pc[12],0.69
worst max register to register,pc[0],pc[12],0.69
min in group asynchronous,reset,PC_out[12],0.58
worst min-delay path,PC_out[12],PC_out[12],0.49
-- power breakdown --
group	switching [mW]	total [mW]	internal [mW]
sequential	0.0858	0.702	0.616
clock	0.197	0.431	0.234
combinational	0.125	0.296	0.171
-- state kept, by name, indices dropped and copies added, names as in the netlist --
name	count
PC_out	16
pc	16
-- cells in the mapped netlist, types with 2 or more instances --
library cell,count
a21oi_1,10
a22oi_1,6
a311oi_1,2
a31oi_1,2
and3_2,2
buf_1,4
buf_2,7
buf_4,32
clkbuf_1,2
dfrtp_1,32
inv_1,8
mux2i_1,17
nand2_1,24
nand3_1,3
nand4_1,2
nor2_1,9
nor2b_1,4
nor3_1,9
nor4_2,2
nor4b_1,2
o211ai_1,2
o21ai_0,24
o21ai_1,2
o22a_1,2
-- cells by family (layout without fill, tap and decap cells) --
group                    Yosys count  count (layout)  synth area share [%]
other                              1              32                 0.185
adder cells (fa/ha/maj)            1               1                 0.617
flip-flops                        32              32                  39.5
AND/OR/NAND/NOR                   65              65                  18.1
multiplexers                      17              17                  8.39
buffers and inverters             53              55                  16.2
AND-OR/OR-AND                     57              57                  17.0
-- metal layers --
layer / share of wire (%) / wire [um] / track usage (%) / up-vias
li1: - / - / - / 793
met1: 48 / 1980 / 18.5 / 717
met2: 44 / 1800 / 18.3 / 58
met3: 6.4 / 263 / 2.99 / 5
met4: 1.2 / 48 / 1.25 / 0
met5: 0 / 0 / 0 / -
-- area by class of cell --
cell class | instances | area, um2
multi-input cells | 172 | 1010
fillers | 639 | 4010
well taps | 77 | 96.3
repair buffers | 39 | 383
clock buffers | 8 | 90.1
flip-flops and latches | 32 | 801
inverters | 8 | 30.0
-- worst reg2reg max path, cell delays in order, from the launching register on --
cell,delay (ns)
dfrtp_1,0.47
ha_1,0.27
nand3_2,0.20
nor4_2,0.33
mux2i_1,0.22
o211ai_1,0.09
Power figures rest on the tool's default switching activity, not on a simulated workload.
